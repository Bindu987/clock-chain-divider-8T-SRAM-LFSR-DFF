==> ./design.v <==
module dff_clock_chain_divider (
    input clk,
    input rst,
    output [7:0] out
);
    reg [7:0] dc;
    assign out = dc;
    always @(posedge clk or posedge rst) begin
        if (rst)
            dc <= 8'b00000000;
        else
            dc <= {dc[6:0], ~dc[7]};   
    end
endmodule
==> ./run.sh <==
#!/bin/bash
# OpenROAD 26Q1-2900-gdf79404cd8, Yosys 0.63+post, stock flow scripts
make -C /OpenROAD-flow-scripts/flow DESIGN_CONFIG=/design/flow/config.mk WORK_HOME=/design/flow/orfs finish
==> ./config.mk <==
export PLATFORM = sky130hd
export DESIGN_NAME = dff_clock_chain_divider
export DESIGN_NICKNAME = dff_clock_chain_divider
export VERILOG_FILES = /design/flow/design.v
export SDC_FILE = /design/flow/constraint.sdc
export NUM_CORES = 4
export LEC_CHECK = 1
export CORE_AREA = 10 10 70 70
export DIE_AREA = 0 0 80 80
==> ./constraint.sdc <==
current_design dff_clock_chain_divider

set clk_period 1.0
set clk_io_pct 0.2

create_clock -name clk0 -period $clk_period [get_ports {clk}]

set non_clock_inputs [all_inputs -no_clocks]
set_input_delay [expr $clk_period * $clk_io_pct] -clock clk0 $non_clock_inputs
set_output_delay [expr $clk_period * $clk_io_pct] -clock clk0 [all_outputs]
==> impl_metrics.ini <==
; flow metrics
[worst_setup_path]
worstPathArrival_ns = 0.75
slowest_delay_ns = 0.39
cp_top_family = flip-flops
path_buffers = 1
worstPathRequired_ns = 0.80
end_kind = primary output
worstPathCellList = buf_2
start_kind = flip-flop
regToRegSetupSlack_ns = 0.28
slowest_stage = dfrtp_1
path_max_fanout = 2
crit_type = flip-flop to primary output

[sta]
finalSetupViolCount = 0
min_period_over_period_pct = 95.03
report.final.slew_viol_count = 0
post-route-min-period_ns = 0.9503
fmaxAchievable_ghz = 1.052
rsz0062_at_grt = true
tightest_slew_ns = 0.2753
relSlewSlack_pct = 81.63
fin_skew_ns = 0.0009940
hold_viol_final = 0

[placement]
place_inst = 65
dpl.hpwl_um = 393.4
routabilityCongestion = 0.7458
numPortBuffers = 9

[synthesis]
ys_cells = 10
yosys.cell_types.count = 2
ys_chip_area_um2 = 207.7
ys.flop_type = dfrtp_1
ys_top_cells_by_count = dfrtp_1 (8), inv_1 (2)
yosys_warnings = 1
synthTopCellsByArea = dfrtp_1 (96%), inv_1 (3.6%)
syn_area_um2 = 207.7
ys.flops = 8
top_area_share_pct = 96.39
synthCells = 10
postSynthAreaPerCell_um2 = 20.77
largest_area_cell = dfrtp_1
synthArstFlopShare_pct = 100.0
yosysMostFrequentCell = dfrtp_1
edf_count = 0
ys_seq_share_pct = 96.39

[global_routing]
overflow = 0
antenna_found_initial = 0
grt_pass1_vias = 133
grt_max_degree = 9
grt_pass1_wl_um = 759
groute.usage.overall_pct = 1.724

[flow_run]
cap_violations = 0
tool_warnings = 26

[layout]
num-fill-cells = 395
largest_registers = dc x8
regMostFlops = dc
logic_area_um2 = 0
logic_gates = 0
drive_above_1_share_pct = 57.69
area_growth_syn_to_layout_pct = 77.11
largest_register_ffs = 8
regArea_um2 = 200.2
instances_no_fill = 72

[route]
diodes = 0
vias = 132
routedWlPerCell_um = 7.056
routed_via_density = 1.833
drt_iter0_drc = 0
route.detailed.drc = 0
routed_wl_um = 508
dr.pass1.iters = 1
ant_nets = 0

[hold_path]
hold_class = input pin to asynchronous set/reset pin

[die]
fp_util_pct = 6.081
die_w_um = 80
die.size.y_um = 80
die_area_um2 = 6400
core_area_um2 = 3416
io_pins = 10
num_rows = 21

[clock_network]
cts_max_path_buffers = 2
cts.sinks = 8
path_clk_slew_ns = 0.05
cts_made_buffers = 3
cts_tree = built
insertion_delay_ns = 0.24
cts-root-buf = clkbuf_4
cts-htree-levels = 1
postCtsHoldBufs = 0

[run_status]
status = finished clean

[power_and_ir_drop]
power_mw = 0.5623
p_leak_nw = 0.2004
irDropWorstVdd_v = 0.0003927
power_density_nw_per_um2 = 1528
## stage by stage
stage | hold slack [ns] | cell area [um2] | setup WS, ns | utilization [%] | setup TNS, ns
6_report | 0.2110 | 367.9 | 0.04969 | 10.77 | 0
5_1_grt | 0.2180 | 367.9 | -0.004652 | 10.77 | -0.004652
4_1_cts | 0.2092 | 370.4 | 0.002548 | 10.84 | 0
3_5_place_dp | 0.3605 | 355.3 | -0.02056 | 10.40 | -0.05397
3_3_place_gp | 0.3614 | 355.3 | -0.05401 | 10.40 | -0.08217
2_1_floorplan | 0.01566 | 207.7 | 0.4684 | - | 0
## what timing repair did
item / 4_1_cts / 5_1_grt
endpoints found under the setup margin: 8 / 3
resized: 23 / 2
buffers inserted: 3 / 1
## cell families (layout without fill, tap and decap cells)
kind of cell,Yosys count,after routing,synth area share [%]
flops,8,8,96.38
buf+inv,2,18,3.616
## worst paths after layout
path	start	to	cells past startpoint
worst max-delay path	dc[0]	out[0]	1
worst min-delay path	rst	dc[0]	2
worst max register to register	dc[6]	dc[7]	2
worst min register to register	dc[2]	dc[3]	0
max in group asynchronous	rst	dc[6]	2
min in group clk0	dc[2]	dc[3]	0
## routing by layer
layer / routed length [um] / part of all wire, % / vias to the layer above / track usage [%]
met4: 6 / 1.2 / 0 / 0.3521
met1: 252 / 50 / 56 / 2.030
met5: 0 / 0 / - / 0
met2: 84 / 17 / 13 / 1.043
met3: 164 / 32 / 2 / 3.295
li1: - / - / 61 / -
## report_power, final
| part | internal, mW | switching (mW) | leakage (nW) |
|---|---|---|---|
| sequential | 0.325 | 0 | 0.112 |
| clock | 0.136 | 0.0918 | 0.0138 |
| combinational | 0.00368 | 0.00613 | 0.0742 |
## cells in the final DEF, fill, tap and decap left out
cell and instances:
dfrtp_1 8, buf_2 6, buf_4 4, clkbuf_4 3
inv_1 2, clkbuf_2 2, clkdlybuf4s50_1 1
## final cells by class
class,count,area share [%]
clock buffer,3,6.122
sequential,8,54.42
timing repair buffer,13,21.77
tap,46,15.65
inverter,2,2.041
Power figures rest on the tool's default switching activity, not on a simulated workload.
