**run.sh**
```bash
#!/bin/bash
# OpenROAD 26Q1-2900-gdf79404cd8, Yosys 0.63+post, stock flow scripts
make -C /OpenROAD-flow-scripts/flow DESIGN_CONFIG=/design/flow/config.mk WORK_HOME=/design/flow/orfs finish
```
**config.mk**
```make
export PLATFORM = sky130hd
export DESIGN_NAME = sram_clock_chain_divider
export DESIGN_NICKNAME = sram_clock_chain_divider
export VERILOG_FILES = /design/flow/design.v
export SDC_FILE = /design/flow/constraint.sdc
export NUM_CORES = 4
export LEC_CHECK = 1
export CORE_AREA = 10 10 77 77
export DIE_AREA = 0 0 87 87
```
**constraint.sdc**
```tcl
current_design sram_clock_chain_divider

set clk_period 2.1
set clk_io_pct 0.2

create_clock -name clk0 -period $clk_period

set non_clock_inputs [all_inputs -no_clocks]
set_input_delay [expr $clk_period * $clk_io_pct] -clock clk0 $non_clock_inputs
set_output_delay [expr $clk_period * $clk_io_pct] -clock clk0 [all_outputs]
```
**design.v**
```verilog
module sram_8t_bitcell (
    input bl,
    input wwl,
    input rwl,
    output reg q
);
    reg stored_bit;
    always @(posedge wwl) begin
        stored_bit <= bl;
    end
    always @(*) begin
        if (rwl)
            q = stored_bit;
        else
            q = 1'b0;   
    end
endmodule
module sram_clock_chain_divider (
    input clk,
    input rst,
    input en_clk,
    input en_pwr,
    input test_mode,
    output [7:0] out
);
    reg [2:0] stage;
    reg bit_in;
    wire gated_clk;
    wire [7:0] bl, wwl, rwl;
    wire [7:0] out_wires;
    assign out = out_wires;
    assign gated_clk = (test_mode || en_clk) ? clk : 1'b0;
    assign bl = {8{bit_in}};
    assign wwl = (en_pwr || test_mode) ? (8'b00000001 << stage) : 8'b00000000;
    assign rwl = wwl;   
    sram_8t_bitcell u0 (.bl(bl[0]), .wwl(wwl[0]), .rwl(rwl[0]), .q(out_wires[0]));
    sram_8t_bitcell u1 (.bl(bl[1]), .wwl(wwl[1]), .rwl(rwl[1]), .q(out_wires[1]));
    sram_8t_bitcell u2 (.bl(bl[2]), .wwl(wwl[2]), .rwl(rwl[2]), .q(out_wires[2]));
    sram_8t_bitcell u3 (.bl(bl[3]), .wwl(wwl[3]), .rwl(rwl[3]), .q(out_wires[3]));
    sram_8t_bitcell u4 (.bl(bl[4]), .wwl(wwl[4]), .rwl(rwl[4]), .q(out_wires[4]));
    sram_8t_bitcell u5 (.bl(bl[5]), .wwl(wwl[5]), .rwl(rwl[5]), .q(out_wires[5]));
    sram_8t_bitcell u6 (.bl(bl[6]), .wwl(wwl[6]), .rwl(rwl[6]), .q(out_wires[6]));
    sram_8t_bitcell u7 (.bl(bl[7]), .wwl(wwl[7]), .rwl(rwl[7]), .q(out_wires[7]));
    always @(posedge gated_clk or posedge rst) begin
        if (rst) begin
            stage <= 3'b000;
            bit_in <= 1'b1;
        end else begin
            stage <= (stage + 1) % 8;
            bit_in <= ~out_wires[7];   
        end
    end
endmodule
```
==> flow_metrics.tcl <==
# flow metrics
set metrics [dict create \
    status "finished clean" \
    portBuffers 13 \
    globalplace.congestion 0.673 \
    diodes 0 \
    hold_class "in2out" \
    p_per_area_nw_per_um2 46.6 \
    drv_cap 0 \
    ys_sh_aoi_pct 4.73 \
    leakagePower_nw 0.340 \
    place_hpwl_um 841 \
    top_area_share_pct 28.8 \
    wl_um 911 \
    path_class "in2out" \
    topCellsByArea "dfxtp_1 29%, dfrtp_1 14%, ha_1 14%" \
    top_logic_kind "simple AND/OR/NAND/NOR gates" \
    max-vdd-ir-drop_uv 20.8 \
    drive_gt1_share_pct 13.1 \
    cts_setup_buffers 0 \
    period_used_pct 93.7 \
    warnings 36 \
    grt_pass1_wl_um 1580 \
    cp.arrival_ps 1550 \
    cp-start-kind "primary input" \
    drtIter0Drc 14 \
    ys_sh_simple_pct 20.5 \
    use_met2_pct 3.86 \
    ios 13 \
    area_delta_synth_final_pct 30.4 \
    layout_top_cells "11 x clkdlybuf4s50_1, 8 x and2_1, 8 x and3_1, 8 x dfxtp_1, 6 x ha_1" \
    ys_area_um2 556 \
    die_width_um 87 \
    layout.cells.most_common "clkdlybuf4s50_1" \
    slew_headroom_pct 88.8 \
    grt.overflow.total 0 \
    crit_fanout 4 \
    antenna_found_initial 0 \
    drtPass1Iterations 2 \
    die_y_um 87 \
    critPathMaxStageDelay_ps 410 \
    ys_sh_adder_pct 13.5 \
    largest_reg_flops 3 \
    untimed_endpoints 12 \
    endpoint_kind "primary output" \
    slowest_stage "clkdlybuf4s50_1" \
    wl_per_cell_um 8.06 \
    finalMaxSlewViolations 0 \
    layout.cells.non_filler 113 \
    setup_viol 0 \
    yosys_warnings 2 \
    core_um2 4350 \
    synth_cell_types 13 \
    grt_pass1_vias 344 \
    yosysTopAreaCell "dfxtp_1" \
    yosysSeqAreaShare_pct 47.1 \
    hold_viol 0 \
    synthMuxAreaShare_pct 0 \
    dp_cells 113 \
    fp-row-count 24 \
    ant_nets 0 \
    drc 0 \
    max_freq_ghz 0.508 \
    yosys_cells 52 \
    initial_utilization_pct 12.8 \
    synthCells 52 \
    cp_cell_sequence "dlygate4sd2_1, or2_4, and3_1, clkdlybuf4s50_1" \
    grtUsageMet3_pct 0.943 \
    unclocked_pins 12 \
    die_area_um2 7570 \
    grt_max_degree 9 \
    syn-mean-instance-area_um2 10.7 \
    grt_util_met1_pct 3.08 \
    gr-usage-all-layers_pct 2.38 \
    num_vias 328 \
    fin_tns_setup_ps 0 \
    post_drt_via_cell_ratio 2.90 \
    ys_ff 12 \
    timing.final.crit_period_ps 1970 \
    busiest_layer "met2" \
    netlist_area_um2 556 \
    required_ps 1680 \
    largest_register "stage" \
    ys_sh_xor_pct 0 \
    tightest_slew_ps 169 \
    hold_buffers 0 \
    rsz0062_at_grt "false" \
]
[critical path: cells and delay by family]
| kind | cells | cell delay (ps) |
|---|---|---|
| buffers and inverters | 2 | 690 |
| and+or+nand+nor | 2 | 440 |
[logic make-up (layout without fill, tap and decap cells)]
| family | after synthesis | count (layout) |
|---|---|---|
| flip-flops | 12 | 12 |
| adder cells (fa/ha/maj) | 6 | 6 |
| AND/OR/NAND/NOR | 18 | 18 |
| AND-OR/OR-AND | 3 | 3 |
| buffers and inverters | 13 | 22 |
[cell usage after synthesis, drive strengths merged]
| library cell | number |
|---|---|
| o21a | 2 |
| inv | 5 |
| o21ba | 1 |
| dfstp | 1 |
| and2 | 8 |
| or2 | 1 |
| and3 | 8 |
| ha | 6 |
| buf | 8 |
| dfrtp | 3 |
| dfxtp | 8 |
| nand3 | 1 |
[timing repair]
action / 4_1_cts / 5_1_grt
resized: 3 / 0
endpoints found under the setup margin: 8 / 0
endpoints found under the hold margin: 0 / 0
[through the flow]
stage	utilization, %	hold slack (ps)	setup WS [ps]	power [mW]	cell area, um^2
6_report	16.6	1860	133	0.0338	724
4_1_cts	16.6	1870	112	0.0343	724
3_5_place_dp	16.6	2110	-99.0	0.0344	721
5_1_grt	16.6	1890	86.5	0.0367	724
2_1_floorplan	-	1160	741	0.0164	556
3_3_place_gp	16.6	2120	-102	0.0345	721
[area by class of cell]
cell class	count	area [um^2]
fill	469	3630
sequential	12	262
multi-input combinational	27	221
timing repair buffer	17	158
tap	52	65.1
inverter	5	18.8
[final timing paths]
path                       from  endpoint  slack (ps)  depth (start not counted)
worst min-delay path     en_pwr    out[3]        1860                          4
worst max-delay path  test_mode    out[7]         130                          4
[routing by layer]
metal	part of all wire, %	vias to the layer above
met5	0	-
met4	0	0
met3	13	0
met2	41	9
met1	45	142
li1	-	177
[where the power goes]
| part | internal [mW] | total (mW) | switching [mW] |
|---|---|---|---|
| registers | 0.00715 | 0.00794 | 0.000782 |
| logic | 0.0165 | 0.0258 | 0.00936 |
| clock network | 0 | 0 | 0 |
| total | 0.0236 | 0.0338 | 0.0101 |
No activity file was given, so power comes from the tool's default toggle rates.
